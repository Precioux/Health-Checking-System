## flow/design.v

```verilog
`timescale 1 ns/1 ns
module comparator3 (
	input [2:0] A ,
	input [2:0] B ,
	input l ,
	input e ,
	input g ,
	output lt ,
	output et ,
	output gt
);
	assign et = (A[0]~^B[0])&&(A[1]~^B[1])&&(A[2]~^B[2])&&e;
	assign gt = (A[2]&&(~B[2]))|                                
	            ((A[2]~^B[2])&&A[1]&&(~B[1]))|                  
	            ((A[1]~^B[1])&&(A[2]~^B[2])&&A[0]&&(~B[0]))|    
	            ((A[0]~^B[0])&&(A[1]~^B[1])&&(A[2]~^B[2])&&g);  
	assign lt = (B[2]&&(~A[2]))|                                
	            ((B[2]~^A[2])&&B[1]&&(~A[1]))|
	            ((B[1]~^A[1])&&(B[2]~^A[2])&&B[0]&&(~A[0]))|
	            ((B[0]~^A[0])&&(B[1]~^A[1])&&(B[2]~^A[2])&&l);
endmodule
`timescale 1 ns/1 ns
module comparator8 (
	input [7:0] A ,
	input [7:0] B ,
	input l ,
	input e ,
	input g ,
	output lt ,
	output et ,
	output gt
);
	wire [2:0] lt_;
	wire [2:0] et_;
	wire [2:0] gt_;
	comparator3 cmp1(A[2:0],B[2:0],l,e,g,lt_[0],et_[0],gt_[0]);  
	comparator3 cmp2(A[5:3],B[5:3],lt_[0],et_[0],gt_[0],lt_[1],et_[1],gt_[1]);
	comparator3 cmp3({1'b1,A[7:6]},{1'b1,B[7:6]},lt_[1],et_[1],gt_[1],lt,et,gt);
endmodule
`timescale 1 ns/1 ns
module fallingDetector(
 fdSensorValue,
 fdFactoryValue,
 fallDetected);
input [7:0] fdSensorValue;
input [7:0] fdFactoryValue;
output fallDetected;
wire lt,gt,eq;
comparator8 cmp(fdSensorValue,fdFactoryValue,1'b0,1'b1,1'b0,lt,eq,gt);
assign fallDetected = gt||eq;
endmodule
```

## flow/run.sh

```bash
#!/bin/bash
# OpenROAD 26Q1-2900-gdf79404cd8, Yosys 0.63+post, stock flow scripts
make -C /OpenROAD-flow-scripts/flow DESIGN_CONFIG=/design/flow/config.mk WORK_HOME=/design/flow/orfs finish
```

## flow/config.mk

```make
export PLATFORM = sky130hd
export DESIGN_NAME = fallingDetector
export DESIGN_NICKNAME = fallingDetector
export VERILOG_FILES = /design/flow/design.v
export SDC_FILE = /design/flow/constraint.sdc
export NUM_CORES = 4
export LEC_CHECK = 1
export CORE_AREA = 10 10 70 70
export DIE_AREA = 0 0 80 80
```

## flow/constraint.sdc

```tcl
current_design fallingDetector

set clk_period 1.9
set clk_io_pct 0.2

create_clock -name clk0 -period $clk_period

set non_clock_inputs [all_inputs -no_clocks]
set_input_delay [expr $clk_period * $clk_io_pct] -clock clk0 $non_clock_inputs
set_output_delay [expr $clk_period * $clk_io_pct] -clock clk0 [all_outputs]
```

==> impl_metrics.ini <==
; physical design summary
[synthesis]
post_synth_main_logic_family = AND-OR/OR-AND gates
ys_cells = 25
post_synth_ao_oa_area_fraction = 0.325
xor_area_frac = 0.0875
synth.yosys.seq_area_share = 0
yosys_warnings = 0
ys_sh_simple = 0.231
postSynthAreaPerCell_um2 = 8.01
synth-adder-area-share = 0.244
post_synth_instance_area_um2 = 200
synth.area.mux_share = 0
ys_area_um2 = 200
ys_types = 15
syn-instance-count = 25

[pwr]
p_comb_frac = 1.000
power.switching_fraction = 0.428
fin_total_pwr_mw = 0.0864
power.leakage_nw = 0.183
switchingPower_mw = 0.0370
share_seq_of_total_power = 0
p_per_area_mw_per_mm2 = 195
clock_power_share = 0
cellInternalPower_mw = 0.0494
vdd_ir_drop_max_uv = 27.7

[sta]
worst_slack_ns = 0.0717
clock.fmax_mhz = 547
finalMaxSlewViolations = 0
rsz0062_at_grt = false
timing_worst_slew_pin_value_ns = 0.234
hold_viol_final = 0
final.min_clock_period_ns = 1.83
setup_violations = 0
remaining_max_slew_budget_at_the_tightest_pin = 0.844
finalClockPeriodUsage = 0.962

[global_routing]
first_global_vias = 294
initial_antenna_violation_count = 0
grt_max_degree = 4
grt_overflow_total = 0
global_route.usage.total = 0.0233
grt_pass1_wl_um = 1250

[place]
routabilityCongestion = 0.659
dp_hpwl_um = 674
io_buffers = 17
number_of_placed_instances_with_taps_included = 90
pre_cts_ws_ns = -0.710

[worst_setup_path]
timing.critical_path.required_ns = 1.52
arrival_ns = 1.45
timing.critical_path.from_type = input port
crit_type = in -> out
critical_path.slowest_cell = sky130_fd_sc_hd__a2111oi_4
crit_path_max_incr_delay_ns = 0.32
cp_common_cell = sky130_fd_sc_hd__buf_2
cp_cell_sequence = buf_2 > inv_2 > ha_4 > o2111ai_4 > a2111oi_4 > a2111o_1 > buf_2
crit_path_max_fanout = 3
crit_path_end_kind = output port

[final_layout]
seq_area_um2 = 0
final_core_util = 0.130
final_layout_top_logic_cell = sky130_fd_sc_hd__buf_2
logic_cell_area_um2 = 248
drive_gt1_frac = 0.659
design.seq.count = 0
syn2layout_area_growth_pct = 121
stdcell_count = 90
nClkBuffers = 0
n_fill_cell = 396
layout_top_cells_excl_fill_tap = sky130_fd_sc_hd__buf_2, sky130_fd_sc_hd__clkbuf_2, sky130_fd_sc_hd__inv_2, sky130_fd_sc_hd__inv_1, sky130_fd_sc_hd__ha_4

[drt]
wl_per_cell_um = 8.43
total_vias_in_the_final_route = 237
detail_route.vias_per_cell = 2.63
antennaDiodeCount = 0
antenna_violating_nets_post_route = 0
detail_route.iter0.violations = 6
drc_errors = 0
finalWirelength_um = 759
drt_pass1_iterations = 2

[run_status]
status = complete, no violations

[run]
drv.max_cap_violation_count = 0
warning_count = 32

[die]
floorplan.die.height_um = 80
floorplan.core_util = 0.0586
placement_rows = 21
chip_area_mm2 = 0.00640
fp.dieW_um = 80
top_level_ports = 17
core-area_mm2 = 0.00342

[clocking]
cts.hold.buffers_added = 0
cts_post_setup_buffers_inserted = 0

[worst_hold_path]
worst_min_delay_path_class = in -> out
==> path summary, 6_finish.rpt <==
check,startpoint,endpoint,slack (ns),cells past startpoint
max,fdFactoryValue[7],fallDetected,0.07,7
min,fdSensorValue[7],fallDetected,1.15,4
==> metal layers <==
layer	GRT usage	share of wire	vias to the layer above	routed length [um]
li1	-	-	125	-
met5	0	0	-	0
met4	0	0	0	0
met2	0.0514	0.59	6	449
met1	0.0211	0.31	106	239
met3	0.00568	0.092	0	70
==> metrics by stage <==
step                      area (um2)  hold WS, ns  setup TNS, ns
final                            443         1.15              0
after CTS                        472         1.16              0
after global placement           443         1.92         -0.695
after global routing             443         1.18              0
after detailed placement         443         1.93         -0.710
after floorplan                  200        0.947              0
==> worst max-delay path, delay by kind of cell <==
| kind | cells | cell delay [ns] |
|---|---|---|
| AND-OR/OR-AND | 3 | 0.58 |
| adder cells (fa/ha/maj) | 1 | 0.28 |
| buffers and inverters | 3 | 0.21 |
==> cell usage after synthesis (2+ instances only) <==
master,number,area (um2)
sky130_fd_sc_hd__inv_1,6,22.5
sky130_fd_sc_hd__ha_1,3,37.5
sky130_fd_sc_hd__a21oi_1,2,10.0
sky130_fd_sc_hd__nand2b_1,2,12.5
sky130_fd_sc_hd__nor2b_1,2,12.5
==> what timing repair did <==
item	4_1_cts	5_1_grt
pin swaps	11	8
endpoints found under the setup margin	1	1
gates resized	57	7
cloned	0	0
==> kinds of logic after synthesis <==
kind of cell | Yosys count
AOI/OAI and AO/OA | 6
adders and majority gates | 4
and+or+nand+nor | 7
xor gates and xnor gates | 2
buffers and inverters | 6
==> cell type report <==
cell class | instances | share of cell area
multi-input combinational | 19 | 0.559
timing repair buffer | 19 | 0.260
tap | 46 | 0.130
inverter | 6 | 0.0508
==> power by group through the flow <==
stage	clock (mW)	combinational (mW)	sequential, mW
after global routing	0	0.0957	0
final	0	0.0864	0
after CTS	0	0.0901	0
Power is estimated from default activity; no workload was simulated.
