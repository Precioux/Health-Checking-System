--- /design/flow/config.mk ---
export PLATFORM = sky130hd
export DESIGN_NAME = Adder8bit
export DESIGN_NICKNAME = Adder8bit
export VERILOG_FILES = /design/flow/design.v
export SDC_FILE = /design/flow/constraint.sdc
export NUM_CORES = 4
export LEC_CHECK = 1
export CORE_AREA = 10 10 70 70
export DIE_AREA = 0 0 80 80
--- /design/flow/constraint.sdc ---
current_design Adder8bit

set clk_period 3.8
set clk_io_pct 0.2

create_clock -name clk0 -period $clk_period

set non_clock_inputs [all_inputs -no_clocks]
set_input_delay [expr $clk_period * $clk_io_pct] -clock clk0 $non_clock_inputs
set_output_delay [expr $clk_period * $clk_io_pct] -clock clk0 [all_outputs]
--- /design/flow/design.v ---
`timescale 1 ns/1 ns
`timescale 1ns/1ns
module tb_Adder8bit();
	reg [7:0]A,B;
	reg Ci;
	wire [7:0]Sum,Co;
	Adder8bit b(Sum,Co,A,B,Ci);
initial
	begin
	end
endmodule
module Adder8bit(S,Cout,A,B,Cin);
	input [7:0] A,B;
	input Cin;
	output [7:0]S,Cout;
		full_adder	UO(S[0],Cout[0],A[0],B[0],Cin);
		full_adder	U1(S[1],Cout[1],A[1],B[1],Cout[0]);
		full_adder 	U2(S[2],Cout[2],A[2],B[2],Cout[1]);
		full_adder	U3(S[3],Cout[3],A[3],B[3],Cout[2]);
		full_adder	U4(S[4],Cout[4],A[4],B[4],Cout[3]);
		full_adder	U5(S[5],Cout[5],A[5],B[5],Cout[4]);
		full_adder	U6(S[6],Cout[6],A[6],B[6],Cout[5]);
		full_adder	U7(S[7],Cout[7],A[7],B[7],Cout[6]);
endmodule 
`timescale 1ns / 1ps
module full_adder(S, Cout, A, B, Cin);
   output S;
   output Cout;
   input  A;
   input  B;
   input  Cin;
   wire   w1;
   wire   w2;
   wire   w3;
   wire   w4;
   xor(w1, A, B);
   xor(S, Cin, w1);
   and(w2, A, B);   
   and(w3, A, Cin);
   and(w4, B, Cin);   
   or(Cout, w2, w3, w4);
endmodule 
--- /design/flow/run.sh ---
#!/bin/bash
# OpenROAD 26Q1-2900-gdf79404cd8, Yosys 0.63+post, stock flow scripts
make -C /OpenROAD-flow-scripts/flow DESIGN_CONFIG=/design/flow/config.mk WORK_HOME=/design/flow/orfs finish
==> job_summary.md <==
### Metrics collected by this job

| Metric | Value |
|---|---|
| Worst Path Class, Setup | input port to primary output |
| Largest net degree at the start of global routing | 3 |
| Chip area | 6400 sq um |
| Minimum period implied by the final worst setup slack | 4670 ps |
| Number of global-route vias before repair | 326 |
| Fin. max-slew vios | 0 |
| Summed standard-cell area reported by yosys | 318 sq um |
| Transition time at the pin with the least slew margin | 98.5 ps |
| Routed length per placed instance | 10.3 um |
| Cell Area, Synth | 318 sq um |
| Sort of element at the end of the critical path | primary output |
| Row cnt | 21 |
| Number of antenna cells inserted | 0 |
| Most common library cells after synthesis | sky130_fd_sc_hd__buf_4, sky130_fd_sc_hd__inv_1, sky130_fd_sc_hd__fa_1 |
| Port Buffers | 33 |
| Proportion of netlist area held by the largest area contributor | 0.504 |
| Hold Violations, Final | 0 |
| Cells along the critical path | buf_8 > inv_12 > fa_2 > inv_2 > fa_2 > fa_2 > fa_2 > fa_2 > fa_2 > fa_2 > inv_2 > fa_2 > inv_2 > buf_2 |
| Starting DRT DRC Count | 0 |
| Largest stage delay on the critical path | 430 ps |
| Share of the clock period used by the worst path after layout | 1.23 |
| Number of warning messages in the logs | 38 |
| Number of cells in the yosys synthesis report | 34 |
| Number of maximum-capacitance violations | 0 |
| Layout overhead on the synthesized area | 112% |
| Total grt overflow | 0 |
| Worst VDD drop | 56.8 uV |
| Yosys top cell by area | sky130_fd_sc_hd__fa_1 |
| Total I/O pin count | 33 |
| Post-synthesis cell type with the largest instance count | sky130_fd_sc_hd__buf_4 |
| Total routing resource utilization after global routing | 0.0326 |
| Cell Area, Placed | 621 sq um |
| Library cell contributing the largest single delay on the critical path | sky130_fd_sc_hd__fa_2 |
| Result of the run | finished with violations |
| DPL Wire Length | 981 um |
| CP dominant cell by count | sky130_fd_sc_hd__fa_2 |
| Final setup violation count | 6 |
| Initial Utilization | 0.0930 |
| Share of cells above drive strength 1 | 0.517 |
| Worst Hold Class | input port to primary output |
| Placeable core region | 3420 sq um |
| Setup repair after global routing missed its margin | yes |
| TritonRoute pass-1 iters | 1 |
| Layout clock buffers | 0 |
| Power per unit of standard cell area | 145 nW/um^2 |
| Violations in the final reports | negative setup slack |
| First-pass GRT wire length | 1640 um |
| Initial antenna violation count | 0 |
| Die width | 80 um |
| DRC violations left | 0 |
| Tot Pwr | 0.0000977 W |
| Flip-flop and latch area | 0 sq um |
| CP startpoint kind | input port |
| Final RePlAce weighted congestion | 0.838 |
| Relative max-transition margin | 0.934 |
| Worst endpoint required time | 3040 ps |
| Aggregate routed wire length | 1090 um |
| Mapped Avg Cell Area | 9.35 sq um |
| Proportion of synthesized chip area in sequential cells | 0 |
| F_max | 214 MHz |
| Number of distinct library cells after synthesis | 3 |
| Antenna Nets Post-Route | 0 |
| Least setup slack across all paths after layout | -872 ps |
| Syn Inst Count | 34 |
| Number of flip-flops and latches | 0 |
| Die Y | 80 um |
| Total leakage power | 0.295 nW |
| Data arrival at the endpoint of the critical path | 3910 ps |
| Yosys warnings | 0 |
| Crit path max fanout | 2 |
| Final instance area | 673 sq um |
| Vias | 284 |
| Cell area leaders | sky130_fd_sc_hd__fa_1, sky130_fd_sc_hd__buf_4, sky130_fd_sc_hd__inv_1 |
| Average via count per standard cell | 2.68 |
cells by family (layout without fill, tap and decap cells):
logic type               count (synthesis)  in the layout  share of synthesized area
buffers and inverters                   26             52                      0.496
adder cells (fa/ha/maj)                  8              8                      0.504
where the power goes:
group	leakage, nW	switching [W]	internal [W]	total [W]
Clock	0	0	0	0
Sequential	0	0	0	0
Combinational	0.295	0.0000283	0.0000694	0.0000977
layout make-up:
| type | instances | area [sq um] |
|---|---|---|
| tap | 46 | 57.6 |
| multi-input combinational | 8 | 180 |
| fill | 370 | 2740 |
| inverter | 10 | 55.1 |
| timing repair buffer | 42 | 380 |
per-layer routing:
metal  wire, um  GRT usage
met5          0          0
met4          0          0
met3        419     0.0500
met2        281     0.0345
met1        390     0.0359
final timing paths:
kind	slack [ps]	cells after the start	end	startpoint
max	-870	14	S[7]	A[0]
min	2260	5	S[0]	Cin
layout by cell type, fill, tap and decap left out:
| cell | netlist | layout |
|---|---|---|
| sky130_fd_sc_hd__buf_2 | 0 | 4 |
| sky130_fd_sc_hd__buf_4 | 16 | 9 |
| sky130_fd_sc_hd__buf_6 | 0 | 2 |
| sky130_fd_sc_hd__buf_8 | 0 | 1 |
| sky130_fd_sc_hd__clkbuf_2 | 0 | 1 |
| sky130_fd_sc_hd__clkdlybuf4s15_1 | 0 | 1 |
| sky130_fd_sc_hd__clkdlybuf4s50_1 | 0 | 21 |
| sky130_fd_sc_hd__dlygate4sd2_1 | 0 | 2 |
| sky130_fd_sc_hd__dlymetal6s2s_1 | 0 | 1 |
| sky130_fd_sc_hd__fa_2 | 0 | 8 |
| sky130_fd_sc_hd__inv_1 | 10 | 4 |
| sky130_fd_sc_hd__inv_12 | 0 | 1 |
| sky130_fd_sc_hd__inv_2 | 0 | 4 |
| sky130_fd_sc_hd__inv_6 | 0 | 1 |
stage by stage:
stage	worst slack (ps)	cells	TNS [ps]	hold WS [ps]	util
finish	-872	106	-3160	2260	0.197
global route	-969	106	-3710	2290	0.197
CTS	-1050	101	-4330	2270	0.186
detailed placement	-1720	97	-9050	2590	0.182
global placement	-1710	97	-8930	2580	0.182
floorplan	-647	34	-1570	1770	-
worst max-delay path: cells and delay by family:
| family | cells | cell delay, ps |
|---|---|---|
| buffers and inverters | 6 | 390 |
| adders and majority gates | 8 | 2750 |
what timing repair did:
action                     CTS  global route
pin swaps                    8             8
setup endpoints to repair   10             8
resized                     36             3
hold buffers                 0             0
buffers inserted             4             5
Power figures rest on the tool's default switching activity, not on a simulated workload.
