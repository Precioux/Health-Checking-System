### ./design.v
`timescale 1ns / 1ps
module mux2x1(i0,i1,sel,out);
input i0;
input i1;
input sel;
output out;
wire a1,a2,notSel;
not(notSel,sel);
and(a1,i0,notSel);
and(a2,i1,sel);
or(out,a1,a2);
endmodule
`timescale 1ns / 1ps
module absoluteCalculator(in,out);
input [7:0] in;
output [7:0] out;
wire [7:0] complemented;
wire [7:0] fin;
complementor cmp0(in[0],1'b0,complemented[0],fin[0]);  
complementor cmp1(in[1],fin[0],complemented[1],fin[1]);
complementor cmp2(in[2],fin[1],complemented[2],fin[2]);
complementor cmp3(in[3],fin[2],complemented[3],fin[3]);
complementor cmp4(in[4],fin[3],complemented[4],fin[4]);
complementor cmp5(in[5],fin[4],complemented[5],fin[5]);
complementor cmp6(in[6],fin[5],complemented[6],fin[6]);
complementor cmp7(in[7],fin[6],complemented[7],fin[7]);
mux2x1_8bit m(in,complemented,in[7],out);  
endmodule
`timescale 1 ns/1 ns
module adder_2bit(A,B,S,cout);
input [1:0] A;
input [1:0] B;
output [1:0] S;
output cout;
	wire cin;
	fullAdder FA0(A[0],B[0],1'b0,S[0],cin);
	fullAdder FA1(A[1],B[1],cin,S[1],cout);
endmodule
`timescale 1 ns/1 ns
module adder_3bit(A,B,S,cout);
input [2:0] A;
input [2:0] B;
output [2:0] S;
output cout;
wire [2:1] cin;
	fullAdder FA0(A[0],B[0],1'b0,S[0],cin[1]);
	fullAdder FA1(A[1],B[1],cin[1],S[1],cin[2]);
	fullAdder FA2(A[2],B[2],cin[2],S[2],cout);
endmodule
`timescale 1 ns/1 ns
module complementor(in,fin,out,fout);
	input in;
	input fin;
	output out;
	output fout;
	xor x(out,in,fin);
	or o(fout,in,fin);
endmodule
`timescale 1ns / 1ps
module fullAdder(
	input a ,
	input b ,
	input ci ,
	output s ,
	output co
);
	wire s1,c1,c2;
	xor sum1(s1,a,b);
	and carry1(c1,a,b);
	xor sum2(s,s1,ci);
	and carry2(c2,s1,ci);
	or carry3(co,c2,c1);
endmodule
`timescale 1 ns/1 ns
module glycemicIndexCalculator(
 bloodSensor,
 glycemicIndex);
input [7:0] bloodSensor;
output [3:0] glycemicIndex;
wire [7:0] absoluteValue;
absoluteCalculator abs(bloodSensor,absoluteValue);
onesCounter oc(absoluteValue,glycemicIndex);
endmodule
`timescale 1ns / 1ps
module halfAdder(a,b,out,cout);
input a;
input b;
output out;
output cout;
	xor(out,a,b);
	and(cout,a,b);
endmodule
`timescale 1ns / 1ps
module mux2x1_8bit(i0,i1,sel,out);
input [7:0] i0;
input [7:0] i1;
input sel;
output [7:0] out;
mux2x1 mux0(i0[0],i1[0],sel,out[0]);
mux2x1 mux1(i0[1],i1[1],sel,out[1]);
mux2x1 mux2(i0[2],i1[2],sel,out[2]);
mux2x1 mux3(i0[3],i1[3],sel,out[3]);
mux2x1 mux4(i0[4],i1[4],sel,out[4]);
mux2x1 mux5(i0[5],i1[5],sel,out[5]);
mux2x1 mux6(i0[6],i1[6],sel,out[6]);
mux2x1 mux7(i0[7],i1[7],sel,out[7]);
endmodule
`timescale 1ns / 1ps
module onesCounter(in,out);
input [7:0] in;
output [3:0] out;
	wire [1:0] pair1;
	wire [1:0] pair2;
	wire [1:0] pair3;
	wire [1:0] pair4;
	wire [2:0] triple1;
	wire [2:0] triple2;
	halfAdder HA1(in[7],in[6],pair1[0],pair1[1]);
	halfAdder HA2(in[5],in[4],pair2[0],pair2[1]);
	halfAdder HA3(in[3],in[2],pair3[0],pair3[1]);
	halfAdder HA4(in[1],in[0],pair4[0],pair4[1]);
	adder_2bit A1(pair1,pair2,triple1[1:0],triple1[2]);
	adder_2bit A2(pair3,pair4,triple2[1:0],triple2[2]);
	adder_3bit A3(triple1,triple2,out[2:0],out[3]);
endmodule
### ./run.sh
#!/bin/bash
# OpenROAD 26Q1-2900-gdf79404cd8, Yosys 0.63+post, stock flow scripts
make -C /OpenROAD-flow-scripts/flow DESIGN_CONFIG=/design/flow/config.mk WORK_HOME=/design/flow/orfs finish
### ./config.mk
export PLATFORM = sky130hd
export DESIGN_NAME = glycemicIndexCalculator
export DESIGN_NICKNAME = glycemicIndexCalculator
export VERILOG_FILES = /design/flow/design.v
export SDC_FILE = /design/flow/constraint.sdc
export NUM_CORES = 4
export LEC_CHECK = 1
export CORE_AREA = 10 10 70 70
export DIE_AREA = 0 0 80 80
### ./constraint.sdc
current_design glycemicIndexCalculator

set clk_period 4.1
set clk_io_pct 0.2

create_clock -name clk0 -period $clk_period

set non_clock_inputs [all_inputs -no_clocks]
set_input_delay [expr $clk_period * $clk_io_pct] -clock clk0 $non_clock_inputs
set_output_delay [expr $clk_period * $clk_io_pct] -clock clk0 [all_outputs]
==> results_slide.txt <==
Synthesis and Place & Route Summary

Status
  – Status: finished, violations left
  – Failing checks: setup timing

Worst setup path
  – Worst endpoint required time: approximately 3.3 ns
  – WS Path Type: in2out
  – Bufs and invs on worst path: 5
  – Crit-path max cell delay: between 0.4 and 0.5 ns
  – Top delay family on crit path: adder cells
  – Crit path capture type: output port
  – Worst Path Arrival: 3.94 ns
  – Critical path launch point type: input pin
  – CP Cell Sequence: buf_12 -> inv_12 -> ha_4 -> ha_4 -> ha_4 -> ha_4 -> ha_4 -> ha_4 -> mux2_4 -> ha_4 -> ha_4 -> fa_1 -> inv_2 -> fa_2 -> inv_2 -> fa_1 -> buf_2
  – CP Max Fanout: 2
  – CP max-delay cell: fa_1
  – Critical path depth: 17
  – Critical Path Most Common Cell: ha_4

Placement
  – Pre-CTS WS: -1.702 ns
  – Port bufs: 12
  – Post-DP HPWL: between 700 and 800 um
  – Post-Place Cells: 99
  – Routability cong.: about 0.67

Global route
  – Total track usage: roughly 2.3%
  – Overflow after GRT: 0
  – First-pass GRT wire length: roughly 1300 um
  – Largest net degree at the start of global routing: 8
  – Vias in the first global route: ~320
  – Initial antenna violation count: 0

Routing
  – 1st-iter DRT viols: 4
  – Met2 routed wirelength: about 380 um
  – Total number of vias: between 200 and 300
  – Residual DRC: 0
  – WL met3: about 38 um
  – Max Used Layer: met3
  – WL per Instance: ~7.4 um
  – DR pass1 iterations: 2
  – Inserted Diodes: 0
  – DRT met1 WL: around 320 um
  – Routed vias/inst: 2.949
  – Drt total wl: roughly 730 um
  – Post-route ant nets: 0

STA
  – Final Cycle Share: 116.2%
  – Final setup viols: 3
  – RSZ-0062 raised after global routing: yes
  – Fin. max-slew vios: 0
  – Final setup margin: -0.6639 ns
  – Headroom to the max-slew limit: about 92%
  – Tmin final: 4.764 ns
  – Fmax: roughly 210 MHz
  – Final Hold Fails: 0
  – Slew @ Worst Pin: ~0.13 ns

Power and ir drop
  – PD cells: 153.2 nW/um2
  – Clock Power Share: 0%
  – Combinational share of power: 100.0%
  – VDD IR-drop max: 0.00005123 V
  – P_sw: around 45 uW
  – Switch share: 40.97%
  – Sequential share of power: 0%
  – Leakage: 0.3329 nW
  – P_int: roughly 64 uW

Logic synthesis
  – Area leader, netlist: ha_1
  – Synth Seq Share: 0%
  – Mapped Area: 430.4 um2
  – Top cells, area: ha_1, mux2_4, fa_1
  – Post-Syn Area per Cell: about 10 um2
  – Yosys Chip Area: roughly 430 um2
  – Gate Count Post-Synth: 42
  – Ys cells: around 42
  – Distinct cells, synth: 8
  – YS warnings: 0
  – Max-area cell share: about 38%

Finish
  – Fillers: between 300 and 400
  – Non-Filler Instances: ~99
  – Seq. cell area: 0 um2
  – Proportion of layout cells with a drive suffix above 1: approximately 64%
  – Seq cells: 0
  – Layout area overhead: 65.70%
  – Final-layout clock buffer total: 0

Die
  – Core area: about 3400 um2
  – Init Core Util: about an eighth
  – Die Y: 80 um
  – Site row count: 21
  – # IOs: 12
  – Die Area: roughly 6400 um2
  – Die Width: approximately 80 um

Worst hold path
  – WHS Path Cells: 6
  – Hold Crit Class: in2out

Job
  – Max-cap violations: 0
  – Log Warnings: 35
==> routing by layer <==
layer  GRT usage, %  vias to the layer above
li1               -                      150
met1          2.537                      136
met2          4.815                        6
met3         0.3409                        0
met4              0                        0
met5              0                        -
==> logic make-up (layout without fill, tap and decap cells) <==
logic type / after synthesis / in the layout / share of synthesized area [%]
mux: 6 / 6 / 20.93
buf+inv: 18 / 29 / 20.93
fa+ha+maj: 17 / 17 / 56.40
simple gates: 1 / 1 / 1.745
==> through the flow <==
step           power, mW  cell area (um2)  hold WS (ns)  util [%]  TNS [ns]
3_3_place_gp      0.1297            720.7         3.115     21.10    -5.277
5_1_grt           0.1306            713.2         2.406     20.88    -1.801
2_1_floorplan    0.09053            550.5         2.116         -    -1.496
6_report          0.1092            713.2         2.355     20.88    -1.507
3_5_place_dp      0.1318            720.7         3.120     21.10    -5.329
4_1_cts           0.1114            709.4         2.386     20.77    -1.629
==> Yosys cell counts <==
master,n
ha_1,13
buf_6,1
buf_4,4
inv_1,12
mux2_4,6
and2_2,1
clkbuf_1,1
fa_1,4
==> cell type report <==
cell class         count  area, um2  area share (%)
repair buffers        17      150.1           21.05
well taps             46      57.56           8.070
multi-input cells     24      442.9           62.11
inverters             12      62.56           8.772
==> tightest hold or removal path, cell delays in order <==
cell and delay [ns]:
buf_8 0.08, buf_4 0.09, ha_1 0.11, ha_1 0.12, ha_1 0.11, dlygate4sd2_1 0.20
==> power groups by stage <==
stage | Sequential [mW] | Combinational, mW | Clock (mW)
after global routing | 0 | 0.131 | 0
after CTS | 0 | 0.111 | 0
final | 0 | 0.109 | 0
==> path summary, 6_finish.rpt <==
| path | slack (ns) | startpoint | to |
|---|---|---|---|
| setup / recovery | -0.66 | bloodSensor[1] | glycemicIndex[2] |
| hold / removal | 2.36 | bloodSensor[0] | glycemicIndex[0] |
==> placed cells by master, fill, tap and decap left out <==
cell	instances
buf_4	5
inv_6	1
clkdlybuf4s50_1	4
dlygate4sd2_1	2
ha_4	8
inv_1	5
buf_2	3
inv_12	1
ha_1	5
buf_8	1
buf_12	1
mux2_4	6
clkbuf_2	1
inv_2	5
and2_2	1
fa_2	1
fa_1	3
==> repair_timing <==
action / in CTS / in global routing
hold buffers: 0 / 0
cloned: 0 / 0
hold endpoints to repair: 0 / 0
endpoints found under the setup margin: 4 / 3
gates resized: 30 / 4
buffers inserted: 0 / 0
pin swaps: 11 / 1
Power is estimated from default activity; no workload was simulated.
